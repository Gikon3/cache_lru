$ cat flow/run.sh
#!/bin/bash
# OpenROAD 26Q1-2900-gdf79404cd8, Yosys 0.63+post, stock flow scripts
make -C /OpenROAD-flow-scripts/flow DESIGN_CONFIG=/design/flow/config.mk WORK_HOME=/design/flow/orfs finish
$ cat flow/config.mk
export PLATFORM = sky130hd
export DESIGN_NAME = cache_ahb_ctrl_out
export DESIGN_NICKNAME = cache_ahb_ctrl_out
export VERILOG_FILES = /design/flow/design.v
export SDC_FILE = /design/flow/constraint.sdc
export NUM_CORES = 4
export LEC_CHECK = 1
export CORE_AREA = 10 10 78 78
export DIE_AREA = 0 0 88 88
$ cat flow/constraint.sdc
current_design cache_ahb_ctrl_out

set clk_period 1.4
set clk_io_pct 0.2

create_clock -name clk0 -period $clk_period [get_ports {i_hclk}]

set non_clock_inputs [all_inputs -no_clocks]
set_input_delay [expr $clk_period * $clk_io_pct] -clock clk0 $non_clock_inputs
set_output_delay [expr $clk_period * $clk_io_pct] -clock clk0 [all_outputs]
$ cat flow/design.v
module cache_ahb_ctrl_out (
    input   logic           i_hclk,
    input   logic           i_hnreset,
    input   logic           i_sel,
    input   logic   [29:0]  i_addr,
    output  logic   [31:0]  o_rdata,
    output  logic           o_ready,
    output  logic           o_hsel,
    output  logic   [31:0]  o_haddr,
    output  logic           o_hwrite,
    output  logic   [ 2:0]  o_hsize,
    output  logic   [ 2:0]  o_hburst,
    output  logic   [ 3:0]  o_hprot,
    output  logic   [ 1:0]  o_htrans,
    output  logic           o_hmastlock,
    output  logic           o_hready,
    output  logic   [31:0]  o_hwdata,
    input   logic           i_hready,
    input   logic           i_hresp,
    input   logic   [31:0]  i_hrdata
    );
    enum logic [1:0] {IDLE, READ, READ_EMPTY} state_list;
    logic   [1:0]   current_state;
    logic   [1:0]   next_state;
    logic           state_idle;
    logic           state_read;
    logic           state_read_empty;
    assign state_idle = current_state == IDLE;
    assign state_read = current_state == READ;
    assign state_read_empty = current_state == READ_EMPTY;
    always_ff @(posedge i_hclk, negedge i_hnreset)
        if (!i_hnreset) current_state <= IDLE;
        else current_state <= next_state;
    always_comb
        case (current_state)
            IDLE:
                if (i_sel && i_hready)
                    next_state = READ;
                else if (i_sel && !i_hready)
                    next_state = READ_EMPTY;
                else
                    next_state = IDLE;
            READ:
                if (!i_sel && i_hready)
                    next_state = IDLE;
                else if (i_sel && !i_hready)
                    next_state = READ_EMPTY;
                else
                    next_state = READ;
            READ_EMPTY:
                if (i_hready)
                    next_state = READ;
                else
                    next_state = READ_EMPTY;
            default:
                next_state = IDLE;
        endcase
    assign o_hsel = i_sel | state_read_empty;
    assign o_haddr = {i_addr, 2'h0};
    assign o_hwrite = 1'b0;
    assign o_hsize = 3'h2;
    assign o_hburst = 3'h0;
    assign o_hprot = 4'h1;
    assign o_htrans = 2'h2;
    assign o_hmastlock = 1'b0;
    assign o_hready = i_hready;
    assign o_hwdata = 32'd0;
    assign o_rdata = state_read ? i_hrdata: 32'd0;
    assign o_ready = state_idle | (state_read & i_hready);
endmodule
==> highlights.md <==
- **Clock H-tree levels** 1
- **Total Routed Length** 3.68 mm
- **post-synthesis instance total** 133
- **class of the worst hold path** in -> async
- **status** finished, violations left
- **fraction of the yosys area taken by sequential cells** 0.0759
- **path type of the worst setup path** reg -> out
- **number of cell rows** 24
- **count of different cell masters after synthesis** 15
- **setup slack of the worst register-to-register path** 0.06 ns
- **GP Congestion** 0.692
- **combinational power share** 0.710
- **highest achievable clock rate** 620 MHz
- **CTS root buffer** clkbuf_8
- **placed cell count** 223
- **final hold violation count** 0
- **violated checks** setup timing
- **worst-case clock skew** 0.00571 ns
- **EDFF count, synth** 0
- **global-route wire length before repair** 4.51 mm
- **average wire length per cell after detail routing** 15.0 um
- **most common library cells after synthesis** 79 x buf_4, 20 x and2_1, 12 x and2_2, 4 x inv_1
- **Dominant cell area share** 0.590
- **vias per cell** 3.53
- **register bit total from synthesis** 3
- **final setup slack of the worst path** -0.213 ns
- **Pre-Place Util** 0.228
- **Startpoint Class** flip-flop
- **clock buffers created by TritonCTS** 3
- **Max clock buf depth** 2
- **# Cells Yosys** 133
- **leading register cell type out of synthesis** dfrtp_1
- **DP Wirelength** 2.86 mm
- **post-route DRC violation count** 0
- **total number of clock tree sinks** 3
- **MaxCap Viol Count** 0
- **fraction of layout cells with a size suffix above 1** 0.356
- **final worst path period share** 1.15
- **largest net degree at the start of global routing** 26
- **chip area line of the yosys report** 1010 um^2
- **via count of the first global-routing pass** 818
- **synthesized area** 1010 um^2
- **VDD IR-drop max** 0.000283 V
- **Synth area leader** buf_4
- **width of the chip** 88 um
- **final max-slew violation count** 0
- **max reg flops** 3
- **RSZ-0062 raised after global routing** true
- **clock tree from TritonCTS** done
- **fraction of registers with async set or reset after synthesis** 1.00
- **DRT Pass-1 Iters** 4
- **I/O Buffers** 70
- **non-filler cells in the finished layout** 246
- **clock transition at the register clock pins on the worst setup and hold paths after CTS** 0.03 ns
- **total overflow reported by the global router** 0
- **floorplan die height** 88 um
- **die footprint** 7740 um^2
- **filler cell count** 455
- **P per Cell Area** 846 nW/um^2
- **clk ins delay skew pair** 0.22 ns
- **OpenROAD warnings** 30
- **initial drt markers** 5
- **Sw Ratio** 0.250
- **critical path fanouts, max** 5
- **synthesis-to-finish area growth** 61.6%
- **core region area** 4410 um^2
- **Final Hold Slack** 0.249 ns
- **largest registers in the final layout** current_state (3)
- **Crit path arrival time** 1.33 ns
- **antenna viol nets, final** 0
- **overall via count from detail_route** 869
- **average cell area after synthesis** 7.56 um^2
- **antenna cell count** 0
- **top cells by area** buf_4 59%, and2_1 12%, and2_2 9.0%
- **IO Count** 180
- **Worst Path Required** 1.12 ns
- **final tally of setup violations** 27
- **switching power total** 0.000344 W
- **sequential share of power** 0.104
- **final critical delay including setup and external delays** 1.61 ns
- **count of warnings emitted by yosys** 1
- **initial antenna violation count** 0
- **count of hold buffers inserted by post-cts repair** 0
- **share of total power in the clock network** 0.186
- **top-count cell post-synth** buf_4
- **Top reg by flops** current_state
- **internal power contribution** 0.00103 W
- **type of element capturing the critical path** primary output
- **overall fraction of global-route tracks in use** 0.0713
- **P_leak** 1.11 nW
critical path: stages, from the launching register on:
cell            delay, ns
dfrtp_2              0.44
buf_4                0.16
clkbuf_16            0.13
buf_4                0.13
and2_1               0.12
dlymetal6s2s_1       0.13
final timing paths:
kind / from / endpoint / cells after the start
worst max register to register: current_state[2]$_DFF_PN0_ / current_state[2]$_DFF_PN0_ / 5
worst min register to register: current_state[1]$_DFF_PN0_ / current_state[1]$_DFF_PN0_ / 2
worst min-delay path: i_hnreset / current_state[1]$_DFF_PN0_ / 1
worst max-delay path: current_state[2]$_DFF_PN0_ / o_rdata[9] / 5
min in group clk0: i_hready / current_state[1]$_DFF_PN0_ / 3
max in group asynchronous: i_hnreset / current_state[0]$_DFF_PN1_ / 1
routing by layer:
| metal | track usage | wire (um) | part of all wire | up-vias |
|---|---|---|---|---|
| met3 | 0.0290 | 420 | 0.11 | 16 |
| met1 | 0.0845 | 1580 | 0.43 | 368 |
| li1 | - | - | - | 398 |
| met2 | 0.115 | 1600 | 0.44 | 87 |
| met5 | 0 | 0 | 0 | - |
| met4 | 0.0217 | 80 | 0.022 | 0 |
what timing repair did:
item,CTS,global route
pin swaps,0,4
endpoints found under the setup margin,36,32
resized,10,73
cloned,0,3
setup buffers,1,15
placed cells by master (no fill, tap or decap), types with 3 or more instances in the layout:
| cell | instances |
|---|---|
| buf_6 | 7 |
| clkbuf_8 | 3 |
| and2_1 | 9 |
| conb_1 | 48 |
| buf_4 | 13 |
| dlymetal6s2s_1 | 16 |
| clkbuf_2 | 15 |
| ha_1 | 3 |
| dlygate4sd2_1 | 3 |
| and2_4 | 21 |
| inv_1 | 4 |
| clkdlybuf4s50_1 | 34 |
logic make-up after synthesis:
logic type | synth area share
AOI/OAI and AO/OA | 0.0386
adders and majority gates | 0.0373
buffers and inverters | 0.619
DFF | 0.0759
other | 0.00747
and+or+nand+nor | 0.221
power groups by stage:
stage | Sequential [W] | Combinational (W) | Clock, W
4_1_cts | 0.000132 | 0.000676 | 0.000260
6_report | 0.000143 | 0.000976 | 0.000255
5_1_grt | 0.000147 | 0.00108 | 0.000273
per-stage QoR:
| stage | worst slack, ns | total power, W | setup TNS [ns] | instance area, um^2 | utilization |
|---|---|---|---|---|---|
| after floorplan | 0.347 | 0.000438 | 0 | 1180 | - |
| after global placement | -0.256 | 0.000811 | -7.11 | 1380 | 0.312 |
| after detailed placement | -0.257 | 0.000809 | -7.13 | 1380 | 0.312 |
| after CTS | -0.266 | 0.00107 | -7.49 | 1430 | 0.323 |
| after global routing | -0.266 | 0.00150 | -4.81 | 1630 | 0.368 |
| final | -0.213 | 0.00138 | -3.31 | 1630 | 0.368 |
cell type report:
cell class | instances | area [um^2] | share of cell area
repair buffers | 93 | 903 | 0.556
multi-input cells | 90 | 519 | 0.319
flip-flops and latches | 3 | 77.6 | 0.0477
well taps | 52 | 65.1 | 0.0400
clock buffers | 4 | 45.0 | 0.0277
inverters | 4 | 15.0 | 0.00924
Power figures rest on the tool's default switching activity, not on a simulated workload.
