### flow/design.v
module cache_ahb_ctrl_mem (
    input   logic           i_hclk,
    input   logic           i_hnreset,
    input   logic           i_hsel,
    input   logic   [31:0]  i_haddr,
    input   logic           i_hwrite,
    input   logic   [ 2:0]  i_hsize,
    input   logic   [ 2:0]  i_hburst,
    input   logic   [ 3:0]  i_hprot,
    input   logic   [ 1:0]  i_htrans,
    input   logic           i_hmastlock,
    input   logic           i_hready,
    input   logic   [31:0]  i_hwdata,
    output  logic           o_hready,
    output  logic           o_hresp,
    output  logic   [31:0]  o_hrdata,
    input   logic           i_nbypass,
    input   logic           i_d_cache_en,
    input   logic   [31:0]  i_climit,
    input   logic           i_prefetch_dis,
    input   logic           i_miss_cache,
    output  logic           o_calc_en,
    output  logic           o_calc_ch_bl,    
    input   logic           i_sl_ready,
    input   logic   [31:0]  i_sl_rdata,
    output  logic           o_sl_en,
    output  logic   [29:0]  o_sl_addr,
    input   logic   [31:0]  i_mem_rdata,
    output  logic           o_mem_en,
    output  logic           o_mem_we,
    output  logic           o_through_ahb,
    output  logic           o_prftch_en,
    output  logic   [29:0]  o_prftch_addr
    );
    enum logic [2:0] {IDLE, READ_CACHE, READ_FLASH, POST_FLASH, PREF_ADDR, PREF_DATA, THROUGH} state_list;
    logic           cache_area;
    logic           cache_en;
    logic           request;
    logic           request_read;
    logic           request_read_ready;
    logic           first_request;
    logic   [31:0]  haddr;
    logic           pref_haddr_full;
    logic           prefetch_en;
    logic           prefetch_inc_en;
    logic   [29:0]  prefetch_addr;
    logic           prefetch_full;
    logic           prefetch_full_reg_en;
    logic           prefetch_full_reg;
    logic           state_idle;
    logic           state_read_cache;
    logic           state_read_flash;
    logic           state_post_flash;
    logic           state_pref_addr;
    logic           state_pref_data;
    logic           state_through;
    logic           switch_read_cache;
    logic           switch_read_flash;
    logic           switch_pref_addr;
    logic           switch_pref_data;
    logic           switch_through;
    logic   [2:0]   current_state;
    logic   [2:0]   next_state;
    logic           pref_calc_addr_en;
    logic           pref_sl_addr_en;
    assign cache_area = i_haddr < i_climit;
    assign cache_en = i_nbypass & cache_area & (!i_hprot[0] | (i_hprot[0] & i_d_cache_en));
    assign request = i_hsel & i_htrans[1] & i_hready;
    assign request_read = request & !i_hwrite & cache_en;
    assign request_read_ready = request_read & o_hready;
    always_ff @(posedge i_hclk, negedge i_hnreset)
        if (!i_hnreset) first_request <= 'd0;
        else if(request_read_ready) first_request <= 1'b1;
    always_ff @(posedge i_hclk, negedge i_hnreset)
        if (!i_hnreset) haddr <= 'd0;
        else if (request_read_ready) haddr <= i_haddr;
    assign o_hready = !state_read_flash;
    assign o_hresp = 1'b0;
    assign o_hrdata = state_read_cache || state_post_flash ? i_mem_rdata: 'd0;
    assign pref_haddr_full = haddr[6:2] == 5'h1F;
    assign prefetch_en = state_idle & !request_read_ready & !i_miss_cache & first_request
                         & !prefetch_full_reg & !i_prefetch_dis & !pref_haddr_full;
    assign prefetch_inc_en = (state_pref_addr | (state_pref_data & i_sl_ready)) & !prefetch_full;
    always_ff @(posedge i_hclk, negedge i_hnreset)
        if (!i_hnreset) prefetch_addr <= 'd0;
        else if (prefetch_en) prefetch_addr <= haddr[31:2] + 30'h1;
        else if (prefetch_inc_en) prefetch_addr <= prefetch_addr + 30'h1;
    assign prefetch_full = prefetch_addr[4:0] == 5'h1F;
    assign prefetch_full_reg_en = (state_pref_addr | state_pref_data) & i_sl_ready & prefetch_full;
    always_ff @(posedge i_hclk, negedge i_hnreset)
        if (!i_hnreset) prefetch_full_reg <= 'd0;
        else if (prefetch_full_reg_en) prefetch_full_reg <= 1'b1;
        else if (request_read_ready) prefetch_full_reg <= 'd0;
    assign state_idle = current_state == IDLE;
    assign state_read_cache = current_state == READ_CACHE;
    assign state_read_flash = current_state == READ_FLASH;
    assign state_post_flash = current_state == POST_FLASH;
    assign state_pref_addr = current_state == PREF_ADDR;
    assign state_pref_data = current_state == PREF_DATA;
    assign state_through = current_state == THROUGH;
    assign switch_read_cache = request_read_ready & !i_miss_cache;
    assign switch_read_flash = request_read_ready & i_miss_cache;
    assign switch_pref_addr = i_sl_ready & !request & !i_prefetch_dis & !prefetch_full_reg & first_request;
    assign switch_pref_data = !request & !i_hwrite & i_miss_cache & !i_prefetch_dis;
    assign switch_through = request & !request_read;
    always_ff @(posedge i_hclk, negedge i_hnreset)
        if (!i_hnreset) current_state <= IDLE;
        else current_state <= next_state;
    always_comb
        case (current_state)
            IDLE:
                if (switch_through)
                    next_state = THROUGH;
                else if (switch_read_cache)
                    next_state = READ_CACHE;
                else if (switch_read_flash)
                    next_state = READ_FLASH;
                else if (switch_pref_addr)
                    next_state = PREF_ADDR;
                else
                    next_state = IDLE;
            READ_CACHE:
                if (switch_through)
                    next_state = THROUGH;
                else if (switch_read_flash)
                    next_state = READ_FLASH;
                else if (!request_read_ready)
                    next_state = IDLE;
                else
                    next_state = READ_CACHE;
            READ_FLASH:
                if (i_sl_ready)
                    next_state = POST_FLASH;
                else
                    next_state = READ_FLASH;
            POST_FLASH:
                if (switch_through)
                    next_state = THROUGH;
                else if (switch_read_cache)
                    next_state = READ_CACHE;
                else if (!request_read_ready)
                    next_state = IDLE;
                else
                    next_state = READ_FLASH;
            PREF_ADDR:
                if (switch_through)
                    next_state = THROUGH;
                else if (switch_read_cache)
                    next_state = READ_CACHE;
                else if (switch_read_flash)
                    next_state = READ_FLASH;
                else if (i_prefetch_dis)
                    next_state = IDLE;
                else if (switch_pref_data)
                    next_state = PREF_DATA;
                else
                    next_state = PREF_ADDR;
            PREF_DATA:
                if (switch_through)
                    next_state = THROUGH;
                else if (switch_read_cache)
                    next_state = READ_CACHE;
                else if (switch_read_flash)
                    next_state = READ_FLASH;
                else if (i_prefetch_dis)
                    next_state = IDLE;
                else if (switch_pref_addr && !i_miss_cache)
                    next_state = PREF_ADDR;
                else
                    next_state = PREF_DATA;
            THROUGH:
                if (switch_read_cache)
                    next_state = READ_CACHE;
                else if (switch_read_flash)
                    next_state = READ_FLASH;
                else if (i_sl_ready && !request)
                    next_state = IDLE;
                else
                    next_state = THROUGH;
            default:
                next_state = IDLE;
        endcase
    assign pref_calc_addr_en = state_pref_addr | (state_pref_data & i_sl_ready & !prefetch_full_reg);
    assign pref_sl_addr_en = pref_calc_addr_en & i_miss_cache;
    assign o_calc_en = request_read_ready | pref_calc_addr_en;
    assign o_calc_ch_bl = request_read_ready && i_haddr[31:7] != haddr[31:7];
    assign o_sl_en = switch_read_flash | pref_sl_addr_en;
    assign o_sl_addr = pref_sl_addr_en && !request_read ? prefetch_addr:
                       request_read ? i_haddr[31:2]: haddr[31:2];
    assign o_mem_en = switch_read_cache | o_mem_we;
    assign o_mem_we = (state_read_flash | state_pref_data) & i_sl_ready;
    assign o_through_ahb = (request & !request_read) | (state_through & !request_read_ready);
    assign o_prftch_en = pref_calc_addr_en & !request_read;
    assign o_prftch_addr = prefetch_addr;
endmodule
### flow/run.sh
#!/bin/bash
# OpenROAD 26Q1-2900-gdf79404cd8, Yosys 0.63+post, stock flow scripts
make -C /OpenROAD-flow-scripts/flow DESIGN_CONFIG=/design/flow/config.mk WORK_HOME=/design/flow/orfs finish
### flow/config.mk
export PLATFORM = sky130hd
export DESIGN_NAME = cache_ahb_ctrl_mem
export DESIGN_NICKNAME = cache_ahb_ctrl_mem
export VERILOG_FILES = /design/flow/design.v
export SDC_FILE = /design/flow/constraint.sdc
export NUM_CORES = 4
export LEC_CHECK = 1
export CORE_AREA = 10 10 174 174
export DIE_AREA = 0 0 184 184
### flow/constraint.sdc
current_design cache_ahb_ctrl_mem

set clk_period 14.9
set clk_io_pct 0.2

create_clock -name clk0 -period $clk_period [get_ports {i_hclk}]

set non_clock_inputs [all_inputs -no_clocks]
set_input_delay [expr $clk_period * $clk_io_pct] -clock clk0 $non_clock_inputs
set_output_delay [expr $clk_period * $clk_io_pct] -clock clk0 [all_outputs]
==> results.yml <==
# yosys + openroad results
detailed_routing:
  wirelength_mm: 19.8
  antenna_left: 0
  post_drt_via_cell_ratio: 4.37
  firstDrtPassIters: 4
  antenna-diode-count: 0
  drt-initial-drc-count: 250
  wl_per_cell_um: 17.6
  drc: 0
  vias: 4931
sta:
  setup_viol: 0
  fin_crit_sh: 0.652
  rsz0062_at_grt: "no"
  finalHoldViolCount: 0
  clock_skew_ns: 0.00637
  report.final.slew_viol_count: 0
  timing.fmax_mhz: 103
  fin_crit_ns: 9.71
  whs_ns: 0.503
  tightest_slew_ns: 0.889
  tns_ns: 0
  slew_headroom: 0.407
clock_network:
  cts_tree: "yes"
  post_cts_resize_count: 0
  cts_max_path_buffers: 2
  clkSinkCount: 69
  hold_buffers: 0
  clk_latency_ns: 0.34
  cts_root_buffer: "clkbuf_16"
  post_cts.repair.setup_buffers: 0
  cts_buffers: 9
  htreeDepth: 3
  clk_pin_slew_ns: 0.05
global_route:
  grt_pass1_vias: 4810
  grt_overflow: 0
  grt_pass1_wl_mm: 29.6
  antenna_found_initial: 0
  grt_start_max_net_pins: 44
  track_usage: 0.114
min_path:
  min_path_cells: 1
  hold_class: "reg -> reg"
  hp-start: "first_request"
die:
  num_rows: 59
  core_mm2: 0.0263
  die_area_mm2: 0.0339
  num_io_pins: 284
  die_w_um: 184
  dieHeight_um: 184
  initial_core_util: 0.201
synthesis:
  ys_seq_frac: 0.328
  ys_cells: 583
  async_reset_ff_frac: 1.00
  netlist_area_mm2: 0.00527
  yosys_area_mm2: 0.00527
  syn_inst: 583
  synth.top_cell.area_share: 0.323
  synth.avg_cell_area_um2: 9.04
  area_leaders: "dfrtp_1, mux2_1, ha_1"
  synth_warnings: 1
  largest_area_cell: "dfrtp_1"
  most_common_cell: "dfrtp_1"
  ys_ff: 69
  synth_cell_type_count: 51
  edf_count: 0
  ys.flop_type: "dfrtp_1"
  ys_top_cells_by_count: "dfrtp_1, a21oi_1, nor2_1, mux2_1, inv_1"
critical_path:
  startpoint_type: "input port"
  path_cells: "clkdlybuf4s50_1 -> ha_1 -> nand4_1 -> or4_4 -> a21oi_1 -> or2_1 -> nor3_4 -> buf_4 -> mux2i_1 -> a21oi_1 -> clkdlybuf4s50_1"
  crit_family: "buffers and inverters"
  reg2reg_depth: 11
  path_class: "in -> out"
  rr_startpoint: "current_state[2]"
  slowest_stage: "or4_4"
  startpoint: "i_haddr[31]"
  arrival_ns: 6.73
  critical_path.max_fanout: 16
  path_buffers: 3
  cp.required_ns: 11.92
  end_kind: "output pin"
  critical_path_depth: 11
  crit_path_max_incr_delay_ns: 0.65
cells_and_area:
  nFillCells: 2689
  drive_gt1_frac: 0.0542
  reg_top3: "haddr: 30 flops, prefetch_addr: 30 flops, current_state: 7 flops"
  area_growth_syn_to_layout_pct: 53.3
power_and_ir_drop:
  p_leak_nw: 3.37
  peakVddDrop_mv: 0.0460
  powerDensity_mw_per_mm2: 99.5
status:
  status: "completed"
placed_design:
  port_buffers: 207
  dpl.hpwl_mm: 16.5
  gp_congestion: 0.850
flow_run:
  drv_cap: 0
  warning_count: 100
worst paths after layout:
kind	endpoint	slack (ns)
setup / recovery	o_sl_addr[9]	5.19
hold reg to reg	first_request	0.50
hold / removal	first_request	0.50
min in group asynchronous	prefetch_addr[17]	2.68
setup reg to reg	prefetch_addr[28]	11.00
max in group asynchronous	prefetch_addr[0]	11.37
metrics by stage:
step	std cells	setup slack (ns)	cell area, um^2	utilization	total power [W]
after floorplan	583	6.89	5270	-	0.000385
after global placement	1112	5.08	7730	0.294	0.000566
after detailed placement	1112	5.11	7730	0.294	0.000568
after CTS	1128	5.10	8080	0.307	0.000820
after global routing	1128	4.94	8080	0.307	0.000859
final	1128	5.19	8080	0.307	0.000804
area by class of cell:
| class | instances | area, um^2 | area share |
|---|---|---|---|
| clock buffer | 13 | 280 | 0.0347 |
| clock inverter | 3 | 65.1 | 0.00806 |
| inverter | 38 | 143 | 0.0177 |
| multi-input combinational | 452 | 3290 | 0.408 |
| sequential | 69 | 1730 | 0.214 |
| tap | 335 | 419 | 0.0519 |
| timing repair buffer | 218 | 2150 | 0.266 |
cell families after synthesis:
logic type                 count (synthesis)  share of synthesized area
other                                      1                   0.000712
buffers and inverters                     62                     0.0499
muxes                                     79                      0.161
and+or+nand+nor                          192                      0.190
xor gates and xnor gates                  54                     0.0897
DFF                                       69                      0.328
adders and majority gates                 32                     0.0760
AOI/OAI and AO/OA                         94                      0.105
cells in the final DEF, fill, tap and decap left out, types with 9 or more instances in the layout:
cell,netlist,final
inv_1,38,38
xnor2_1,25,25
a21oi_1,55,55
nand2_1,35,35
nand3_1,12,12
o21ai_0,12,12
mux2_1,39,39
ha_1,32,32
buf_4,6,11
nor2b_1,32,32
clkbuf_16,0,9
dfrtp_1,68,68
nand4_1,15,15
xor2_1,29,29
mux2i_1,33,33
nor2_1,54,53
clkdlybuf4s50_1,0,206
nor3_1,9,9
per-layer routing:
| metal | GRT usage | share of wire | vias to the layer above |
|---|---|---|---|
| met5 | 0 | 0 | - |
| met4 | 0.0161 | 0.016 | 0 |
| li1 | - | - | 2450 |
| met2 | 0.176 | 0.44 | 185 |
| met3 | 0.0380 | 0.093 | 14 |
| met1 | 0.156 | 0.45 | 2282 |
power by group:
group	leakage (nW)	internal, W	switching, W
Combinational	2.29	0.000169	0.0000928
Clock	0.172	0.000165	0.0000810
Sequential	0.908	0.000232	0.0000640
Total	3.37	0.000566	0.000238
Power figures rest on the tool's default switching activity, not on a simulated workload.
