[flow/run.sh]
#!/bin/bash
# OpenROAD 26Q1-2900-gdf79404cd8, Yosys 0.63+post, stock flow scripts
make -C /OpenROAD-flow-scripts/flow DESIGN_CONFIG=/design/flow/config.mk WORK_HOME=/design/flow/orfs finish
[flow/config.mk]
export PLATFORM = sky130hd
export DESIGN_NAME = cache_mux_ahb
export DESIGN_NICKNAME = cache_mux_ahb
export VERILOG_FILES = /design/flow/design.v
export SDC_FILE = /design/flow/constraint.sdc
export NUM_CORES = 4
export LEC_CHECK = 1
export CORE_AREA = 10 10 140 140
export DIE_AREA = 0 0 150 150
[flow/constraint.sdc]
current_design cache_mux_ahb

set clk_period 7.9
set clk_io_pct 0.2

create_clock -name clk0 -period $clk_period [get_ports {i_hclk}]

set non_clock_inputs [all_inputs -no_clocks]
set_input_delay [expr $clk_period * $clk_io_pct] -clock clk0 $non_clock_inputs
set_output_delay [expr $clk_period * $clk_io_pct] -clock clk0 [all_outputs]
[flow/design.v]
module cache_mux_ahb (
    input   logic           i_hclk,
    input   logic           i_hnreset,
    input   logic           i_en,
    input   logic           i_hsel0,
    input   logic   [31:0]  i_haddr0,
    input   logic           i_hwrite0,
    input   logic   [ 2:0]  i_hsize0,
    input   logic   [ 2:0]  i_hburst0,
    input   logic   [ 3:0]  i_hprot0,
    input   logic   [ 1:0]  i_htrans0,
    input   logic           i_hmastlock0,
    input   logic           i_hready0_i,
    input   logic   [31:0]  i_hwdata0,
    input   logic           i_hready0_o,
    input   logic           i_hresp0,
    input   logic   [31:0]  i_hrdata0,
    input   logic           i_hsel1,
    input   logic   [31:0]  i_haddr1,
    input   logic           i_hwrite1,
    input   logic   [ 2:0]  i_hsize1,
    input   logic   [ 2:0]  i_hburst1,
    input   logic   [ 3:0]  i_hprot1,
    input   logic   [ 1:0]  i_htrans1,
    input   logic           i_hmastlock1,
    input   logic           i_hready1_i,
    input   logic   [31:0]  i_hwdata1,
    input   logic           i_hready1_o,
    input   logic           i_hresp1,
    input   logic   [31:0]  i_hrdata1,
    output  logic           o_hsel,
    output  logic   [31:0]  o_haddr,
    output  logic           o_hwrite,
    output  logic   [ 2:0]  o_hsize,
    output  logic   [ 2:0]  o_hburst,
    output  logic   [ 3:0]  o_hprot,
    output  logic   [ 1:0]  o_htrans,
    output  logic           o_hmastlock,
    output  logic           o_hready_i,
    output  logic   [31:0]  o_hwdata,
    output  logic           o_hready_o,
    output  logic           o_hresp,
    output  logic   [31:0]  o_hrdata
    );
    enum logic {IDLE, DATA} state_list;
    logic   state_idle;
    logic   state_data;
    logic   current_state;
    logic   next_state;
    logic   enable1_in;
    logic   enable1_out;
    assign state_idle = current_state == IDLE;
    assign state_data = current_state == DATA;
    always_ff @(posedge i_hclk, negedge i_hnreset)
        if (!i_hnreset) current_state <= IDLE;
        else current_state <= next_state;
    always_comb
        case (current_state)
            IDLE:
                if (i_en)
                    next_state = DATA;
                else 
                    next_state = IDLE;
            DATA:
                if (o_hready_o && !i_en)
                    next_state = IDLE;
                else
                    next_state = DATA;
        endcase
    assign enable1_in = i_en | (state_data & !o_hready_o);
    assign enable1_out = state_data;
    assign o_hsel = enable1_in ? i_hsel1: i_hsel0;
    assign o_haddr = enable1_in ? i_haddr1: i_haddr0;
    assign o_hwrite = enable1_in ? i_hwrite1: i_hwrite0;
    assign o_hsize = enable1_in ? i_hsize1: i_hsize0;
    assign o_hburst = enable1_in ? i_hburst1: i_hburst0;
    assign o_hprot = enable1_in ? i_hprot1: i_hprot0;
    assign o_htrans = enable1_in ? i_htrans1: i_htrans0;
    assign o_hmastlock = enable1_in ? i_hmastlock1: i_hmastlock0;
    assign o_hready_i = enable1_in ? i_hready1_i: i_hready0_i;
    assign o_hwdata = enable1_in ? i_hwdata1: i_hwdata0;
    assign o_hready_o = enable1_out ? i_hready1_o: i_hready0_o;
    assign o_hresp = enable1_out ? i_hresp1: i_hresp0;
    assign o_hrdata = enable1_out ? i_hrdata1: i_hrdata0;
endmodule
==> flow_summary.html <==
<h3>Run summary</h3>
<table>
<tr><th>Metric</th><th>Value</th></tr>
<tr><th colspan="2">Final layout</th></tr>
<tr><td>Layout overhead on the synthesized area</td><td>251%</td></tr>
<tr><td>Top cell excl fill/tap</td><td>sky130_fd_sc_hd__clkdlybuf4s50_1</td></tr>
<tr><td>Register bank with the most flops</td><td>current_state</td></tr>
<tr><td>Layout cells sized above 1</td><td>23.9%</td></tr>
<tr><td>Final Instance Count excl. Fillers</td><td>685</td></tr>
<tr><td>Max reg flops</td><td>1</td></tr>
<tr><td>Top Layout Cells</td><td>344 x sky130_fd_sc_hd__clkdlybuf4s50_1, 107 x sky130_fd_sc_hd__mux2_2, 7 x sky130_fd_sc_hd__mux2_1, 3 x sky130_fd_sc_hd__buf_4, 2 x sky130_fd_sc_hd__inv_1</td></tr>
<tr><td>Regs by FF count</td><td>current_state: 1 flops</td></tr>
<tr><td>Fillcell total</td><td>1,702</td></tr>
<tr><th colspan="2">Worst hold path</th></tr>
<tr><td>Worst hold path class</td><td>register to register</td></tr>
<tr><th colspan="2">Floorplan</th></tr>
<tr><td>Std-Cell Rows</td><td>47</td></tr>
<tr><td>Initial core utilization</td><td>8.71%</td></tr>
<tr><td>Floorplan Core Area</td><td>0.0166 mm2</td></tr>
<tr><td>Die extent in y</td><td>150 um</td></tr>
<tr><td>Overall chip area</td><td>0.0225 mm2</td></tr>
<tr><td>Width of the chip</td><td>150 um</td></tr>
<tr><td>Number of I/O pins</td><td>345</td></tr>
<tr><th colspan="2">Logic synthesis</th></tr>
<tr><td>Biggest area consumer among synthesized cells</td><td>sky130_fd_sc_hd__mux2_2</td></tr>
<tr><td>Most area-consuming cells after synthesis</td><td>sky130_fd_sc_hd__mux2_2 83%, sky130_fd_sc_hd__buf_6 6.2%, sky130_fd_sc_hd__mux2_1 5.5%, sky130_fd_sc_hd__dfrtp_1 1.7%, sky130_fd_sc_hd__a21oi_4 1.1%</td></tr>
<tr><td>Mean cell area of the mapped netlist</td><td>11.1 um2</td></tr>
<tr><td>Number of cells in Yosys stat</td><td>130</td></tr>
<tr><td>Ys flops</td><td>1</td></tr>
<tr><td>Cell variety after synth</td><td>8</td></tr>
<tr><td>Ys Warns</td><td>1</td></tr>
<tr><td>Chip area estimate from yosys synthesis</td><td>0.00145 mm2</td></tr>
<tr><td>Post-synth seq share</td><td>1.73%</td></tr>
<tr><td>Area leader share</td><td>83.4%</td></tr>
<tr><td>Post-Syn Area</td><td>0.00145 mm2</td></tr>
<tr><td>Number of standard cells after synthesis</td><td>130</td></tr>
<tr><th colspan="2">Route</th></tr>
<tr><td>DR vias</td><td>2,412</td></tr>
<tr><td>Initial drt markers</td><td>24</td></tr>
<tr><td>First-pass detailed-route iteration total</td><td>3</td></tr>
<tr><td>Routed wire length per instance</td><td>18.4 um</td></tr>
<tr><td>Routed Antenna Nets</td><td>0</td></tr>
<tr><td>Vias/cell</td><td>3.52</td></tr>
<tr><td>Total detailed-routing wirelength</td><td>12,600 um</td></tr>
<tr><td>DRC Markers</td><td>0</td></tr>
<tr><td>ANT cells</td><td>0</td></tr>
<tr><th colspan="2">Placement</th></tr>
<tr><td>Pre-CTS setup slack</td><td>2080 ps</td></tr>
<tr><td>Routability cong.</td><td>0.895</td></tr>
<tr><td>Placed Cells</td><td>685</td></tr>
<tr><td>Count of buffers inserted at the top-level ports</td><td>344</td></tr>
<tr><td>Final HPWL from detailed placement</td><td>11,500 um</td></tr>
<tr><th colspan="2">Critical path</th></tr>
<tr><td>Crit path DAT</td><td>4180 ps</td></tr>
<tr><td>Max Fanout on Critical Path</td><td>46</td></tr>
<tr><td>Sort of element at the start of the critical path</td><td>input port</td></tr>
<tr><td>Critical Setup Path Class</td><td>input port to output port</td></tr>
<tr><td>Type of destination of the critical path</td><td>output port</td></tr>
<tr><td>Data required time at the worst endpoint</td><td>6320 ps</td></tr>
<tr><th colspan="2">Global routing</th></tr>
<tr><td>Via count of the first global-routing pass</td><td>2,719</td></tr>
<tr><td>Pin count of the biggest net entering global routing</td><td>47</td></tr>
<tr><td>Number of antenna violations at the first check in global routing</td><td>0</td></tr>
<tr><td>Remaining Overflow, GRT</td><td>0</td></tr>
<tr><td>First-pass GRT wire length</td><td>17,400 um</td></tr>
<tr><td>Gr usage total</td><td>10.0%</td></tr>
<tr><th colspan="2">CTS</th></tr>
<tr><td>Post-CTS resize count</td><td>0</td></tr>
<tr><td>Clock Pin Slew Worst Setup and Hold Paths</td><td>0 ps</td></tr>
<tr><td>Clock latency reported for the late side of the worst-skew pair</td><td>0 ps</td></tr>
<tr><td>Post-CTS Hold Buffers</td><td>0</td></tr>
<tr><td>Post-CTS setup buffer count</td><td>0</td></tr>
<tr><th colspan="2">Timing</th></tr>
<tr><td>Final hold violation count</td><td>0</td></tr>
<tr><td>Max-Slew Margin vs Limit</td><td>60.4%</td></tr>
<tr><td>Unrepaired setup endpoints after global routing</td><td>false</td></tr>
<tr><td>Final count of negative-setup-slack endpoints</td><td>0</td></tr>
<tr><td>Worst Tran Pin Value</td><td>594 ps</td></tr>
<tr><td>Highest achievable clock rate</td><td>0.174 GHz</td></tr>
<tr><td>Final critical-path setup slack</td><td>2140 ps</td></tr>
<tr><td>Post-Route Setup TNS</td><td>0 ps</td></tr>
<tr><td>Slew Viols, Final</td><td>0</td></tr>
<tr><td>Post-layout minimum cycle time</td><td>5760 ps</td></tr>
<tr><td>Final hold slack</td><td>1620 ps</td></tr>
<tr><td>Final period utilization</td><td>72.9%</td></tr>
<tr><td>Post-route clock skew</td><td>0 ps</td></tr>
<tr><th colspan="2">Run</th></tr>
<tr><td>Warning total across the stage logs</td><td>28</td></tr>
<tr><td>Number of max-capacitance violations reported</td><td>0</td></tr>
<tr><th colspan="2">Power and ir drop</th></tr>
<tr><td>Peak supply drop</td><td>19.6 uV</td></tr>
<tr><td>Static Leakage</td><td>1.83 nW</td></tr>
<tr><td>Power density cells</td><td>56.9 mW/mm2</td></tr>
<tr><th colspan="2">Status</th></tr>
<tr><td>Result of the run</td><td>finished, final reports clean</td></tr>
</table>
[critical path: stages]
cell                              delay (ps)
sky130_fd_sc_hd__clkdlybuf4s50_1         490
sky130_fd_sc_hd__inv_1                    80
sky130_fd_sc_hd__a21oi_4                 130
sky130_fd_sc_hd__buf_4                   390
sky130_fd_sc_hd__buf_4                   570
sky130_fd_sc_hd__mux2_2                  420
sky130_fd_sc_hd__clkdlybuf4s50_1         450
[cells in the mapped netlist]
| cell | instances |
|---|---|
| sky130_fd_sc_hd__a21oi_4 | 1 |
| sky130_fd_sc_hd__buf_2 | 3 |
| sky130_fd_sc_hd__buf_4 | 1 |
| sky130_fd_sc_hd__buf_6 | 8 |
| sky130_fd_sc_hd__dfrtp_1 | 1 |
| sky130_fd_sc_hd__inv_1 | 2 |
| sky130_fd_sc_hd__mux2_1 | 7 |
| sky130_fd_sc_hd__mux2_2 | 107 |
[per-layer routing]
layer / track usage, % / vias up / wire (um)
met1: 11.2 / 1067 / 4550
met3: 4.08 / 0 / 1570
met5: 0 / - / 0
li1: - / 1162 / -
met2: 18.3 / 183 / 6480
met4: 0 / 0 / 0
[layout make-up]
cell class | instances | area, um2 | area share [%]
repair buffers | 347 | 3470 | 68.3
flip-flops and latches | 1 | 25.0 | 0.493
inverters | 2 | 7.51 | 0.148
well taps | 220 | 275 | 5.43
multi-input cells | 115 | 1300 | 25.6
[report_power, final]
part,internal [mW],total [mW],leakage [nW],switching [mW]
combinational,0.225,0.283,1.81,0.0578
sequential,0.00555,0.00563,0.0108,0.0000727
clock,0,0,0,0
[logic make-up (layout without fill, tap and decap cells)]
group,Yosys count,in the layout,synth area share [%]
compound gates,1,1,1.13
buf+inv,14,349,8.31
flops,1,1,1.73
mux,114,114,88.8
[through the flow]
stage | utilization (%) | area (um2) | power (mW)
6_report | 30.6 | 5070 | 0.289
5_1_grt | 30.6 | 5070 | 0.310
4_1_cts | 30.6 | 5070 | 0.296
3_5_place_dp | 30.6 | 5070 | 0.293
3_3_place_gp | 30.6 | 5070 | 0.293
2_1_floorplan | - | 1450 | 0.0706
[worst paths after layout]
kind	start	to	slack, ps	cells past startpoint
min	current_state$_DFF_PN0_	current_state$_DFF_PN0_	1620	5
max	i_hready1_o	o_hwdata[22]	2140	7
min reg2reg	current_state$_DFF_PN0_	current_state$_DFF_PN0_	1620	5
max in group asynchronous	i_hnreset	current_state$_DFF_PN0_	6060	1
max reg2reg	current_state$_DFF_PN0_	current_state$_DFF_PN0_	5860	5
min in group asynchronous	i_hnreset	current_state$_DFF_PN0_	1740	1
Power is estimated from default activity; no workload was simulated.
